File: flow/design.v
`timescale 1ns / 1ps
module item(out, ld,clk,in,clr);
input [1:0]in;
input ld,clk,clr;
output reg [1:0]out;
always @(posedge clk)
begin
    if(ld)out<=in;
    else if(clr)out<=2'b00;
end
endmodule
module money(out,  ld,clr,clk,in);
input [3:0]in;
input ld,clr,clk;
output reg [3:0]out;
always @(posedge clk)
begin
    if(ld)out<=in;
    else if(clr)out<=4'b0000;
end
endmodule
module comp(out, value,money);
input [3:0]value,money;
output reg [1:0]out;
always @(*)
begin
    if(value==money)out<=2'b00;
    else if(value>money)out<=2'b01;
    else if(value<money)out<=2'b10;
end
endmodule
module sub(out, curr,money,signal);
input [3:0]curr,money;
input [1:0]signal;
output reg [3:0]out;
always @(*)
begin
    if(signal==2'b01)out<=curr-money;
    else if(signal==2'b10)out<=money-curr;
    else if(signal==2'b00)out<=4'b0000;
end
endmodule
module value(curr, ld_a,clr,ld_k,k,clk,temp);
input ld_a,clr,ld_k,clk;
input [3:0]temp,k;
output reg [3:0]curr;
always @(posedge clk)
begin
    if(ld_a)curr<=temp;
    else if(ld_k)curr<=k;
end
endmodule
module data_path(signal,item_number,curr,money,temp,
                    clk,ld_item,clr_item,data_in, ld_money,clr_money,ld_k,k,ld_a,clr_a);
input clk,ld_item,clr_item,
        ld_money,clr_money,
        ld_k,ld_a,clr_a;
input [3:0]data_in,k;
output [3:0]curr,money,temp;
output [1:0]signal,item_number;
item i (item_number,ld_item,clk,data_in[1:0],clr_item);
money m (money,ld_money,clr_money,clk,data_in);
value v (curr, ld_a,clr_a,ld_k,k,clk,temp);
comp c (signal,curr,money);
sub s (temp,curr,money,signal);
endmodule
module control_path(clk,start,signal,item,state,
                        ld_item,clr_item, ld_money,clr_money,ld_k,k,ld_a,clr_a,e);
input clk,start;
input [1:0]item,signal;
output reg ld_item,clr_item, ld_money,clr_money, ld_k,ld_a,clr_a, e;
output reg [3:0]k,state;
parameter s0=4'b0000,s1=4'b0001,s2=4'b0010,s3=4'b0011,s4=4'b0100,s5=4'b0101,s6=4'b0110,s7=4'b0111,s8=4'b1000,s9=4'b1001,s10=4'b1010,s11=4'b1011;
always @(posedge clk)
    case(state)
        s0:begin
            if(start)state<=s1;
           end
        s1:begin
            if(item==2'b00)state<=s2;
            else if(item==2'b01)state<=s3;
            else if(item==2'b10)state<=s4;
            else if(item==2'b11)state<=s5;
           end
         s2:state<=s6;
         s3:state<=s6;
         s4:state<=s6;
         s5:state<=s6;
         s6:begin
             if(signal==2'b00)state<=s10;
             else if(signal==2'b01)state<=s7;
             else if(signal==2'b10)state<=s9;
             else if(signal==2'b11)state<=s8;
            end
         s7:state<=s6;
         s8:state<=s10;
         s9:state<=s10;
         s10:state<=s10;
         default:state<=s0;
    endcase
always @(state)
    case(state)
        s0:begin ld_item=0; clr_item=1; ld_money=0; clr_money=1; ld_k=0; k=4'b0000; ld_a=0; clr_a=1; e=0; end
        s1:begin ld_item=1; clr_item=0; ld_money=0; clr_money=0; ld_k=0; k=4'b0000; ld_a=0; clr_a=0; e=0; end
        s2:begin ld_item=0; clr_item=0; ld_money=0; clr_money=0; ld_k=1; k=4'b0111; ld_a=0; clr_a=0; e=0; end  
        s3:begin ld_item=0; clr_item=0; ld_money=0; clr_money=0; ld_k=1; k=4'b0101; ld_a=0; clr_a=0; e=0; end  
        s4:begin ld_item=0; clr_item=0; ld_money=0; clr_money=0; ld_k=1; k=4'b0010; ld_a=0; clr_a=0; e=0; end 
        s5:begin ld_item=0; clr_item=0; ld_money=0; clr_money=0; ld_k=1; k=4'b1010; ld_a=0; clr_a=0; e=0; end 
        s6:begin ld_item=0; clr_item=0; ld_money=1; clr_money=0; ld_k=0; k=4'b0000; ld_a=0; clr_a=0; e=0; end
        s7:begin ld_item=0; clr_item=0; ld_money=0; clr_money=0; ld_k=0; k=4'b0000; ld_a=1; clr_a=0; e=0; end
        s8:begin ld_item=0; clr_item=0; ld_money=0; clr_money=0; ld_k=0; k=4'b0000; ld_a=1; clr_a=0; e=0; end
        s9:begin ld_item=0; clr_item=0; ld_money=0; clr_money=0; ld_k=0; k=4'b0000; ld_a=1; clr_a=0; e=0; end
        s10:begin ld_item=0; clr_item=0; ld_money=0; clr_money=0; ld_k=0; k=4'b0000; ld_a=0; clr_a=0; e=1; end
        default:begin ld_item=0; clr_item=0; ld_money=0; clr_money=0; ld_k=0; k=4'b0000; ld_a=0; clr_a=0; e=0; end
    endcase
endmodule
module final_vending_machine(e,curr,state,money,item_number,start,clk,data,temp,ld_money);
input start,clk;
input [3:0]data;
output e,ld_money;
output [3:0]curr,state,money,temp;
output [1:0]item_number;
wire [1:0]signal;
wire ld_item,clr_item,clr_money,ld_k,ld_a,clr_a;
wire [3:0]k;
data_path d (signal,item_number,curr,money,temp,clk,ld_item,clr_item,data, ld_money,clr_money,ld_k, k,ld_a,clr_a);
control_path c (clk,start,signal,item_number,state, ld_item,clr_item, ld_money,clr_money,ld_k,k,ld_a,clr_a,e);
endmodule
File: flow/run.sh
#!/bin/bash
# OpenROAD 26Q1-2900-gdf79404cd8, Yosys 0.63+post, stock flow scripts
make -C /OpenROAD-flow-scripts/flow DESIGN_CONFIG=/design/flow/config.mk WORK_HOME=/design/flow/orfs finish
File: flow/config.mk
export PLATFORM = sky130hd
export DESIGN_NAME = final_vending_machine
export DESIGN_NICKNAME = final_vending_machine
export VERILOG_FILES = /design/flow/design.v
export SDC_FILE = /design/flow/constraint.sdc
export NUM_CORES = 4
export LEC_CHECK = 1
export CORE_AREA = 10 10 96 96
export DIE_AREA = 0 0 106 106
File: flow/constraint.sdc
current_design final_vending_machine

set clk_period 5.1
set clk_io_pct 0.2

create_clock -name clk0 -period $clk_period [get_ports {clk}]

set non_clock_inputs [all_inputs -no_clocks]
set_input_delay [expr $clk_period * $clk_io_pct] -clock clk0 $non_clock_inputs
set_output_delay [expr $clk_period * $clk_io_pct] -clock clk0 [all_outputs]
==> flow report <==
======================================================================================
Result of the run                                                         complete, no violations
Leakage power summed over all cells                                        0.000854 uW
Height of the die                                                               106 um
Violation count after the first detailed-route iteration                            13
Wire length of the first global-routing pass                                   5440 um
Count of buffers from port buffering                                                25
Clock Path Buffers                                                                   2
Most instantiated cells after synthesis                                   ha_1 (20), inv_1 (15), edfxtp_1 (14), and2_1 (11)
Synthesized flop and latch total                                                    29
Pin count of the biggest net entering global routing                                14
Clk ins delay skew pair                                                         260 ps
Layout cells sized above 1                                                       11.5%
Kind of launch point of the worst setup path                                  register
Reg-to-reg endpoint                                                       c.ld_a$_DFF_P_
Start point of the worst min-delay path                                   d.v.k[3]$_SDFF_PP0_
Total iterations of the first detailed-routing run                                   4
Last weighted congestion value of the routability-driven placer                  0.843
Share of flip-flops with an asynchronous set or reset after synthesis               0%
Final count of pins violating max slew                                               0
Detailed-route via count                                                          1121
Number of cells produced by synthesis                                              153
WP data arrival                                                                3920 ps
Number of global-route vias before repair                                         1143
Final worst-path cycle share                                                     73.9%
Hold buffer count at cts                                                             0
Growth of design area from synthesis to finish                                   26.4%
Ordered list of cells on the worst path                                   inv_1, ha_1, fa_1, nor2b_1, o21ai_1, nand2b_1, and2_1, dlxtn_1, inv_1, ha_1, or4_1, o21ai_1, inv_1, ha_1, and3_1, a31o_1
Dpl ws                                                                         1360 ps
Final hold violations                                                                0
Most instantiated library cell after synthesis                                    ha_1
Worst clock skew                                                               8.33 ps
Synth top area cells                                                      edfxtp_1 (26%), ha_1 (16%), dfxtp_1 (11%), dlxtn_1 (5.6%), and2_1 (4.3%)
MaxCap Viol Count                                                                    0
Number of antenna violations at the first check in global routing                    0
Final total power                                                              1270 uW
Cell at the root of the clock tree                                            clkbuf_8
Worst-path clk slew                                                              80 ps
Hold crit path type                                                       register to register
Total number of H-tree levels                                                        1
Post-synthesis cell count from yosys                                               153
Post-synth area from yosys stat                                               1610 um2
Yosys synthesis warning count                                                        6
Buffers and inverters on the worst path                                              3
Average cell area after synthesis                                             10.5 um2
Detail-routed net length per standard cell                                     11.3 um
Num CTS Buffers                                                                      3
Register pins left without a clock                                                   6
Data required, critical path                                                   5250 ps
Cell depth of the worst flop-to-flop path                                           16
Fill cells                                                                         766
Count of cells along the worst hold path                                             1
Standard cell with the maximum stage delay on the critical path                  or4_1
Total die area                                                               11200 um2
Setup slack of the most critical reg-to-reg path                               1330 ps
Final antenna diode count                                                            0
Per-cell via count in the routed design                                           3.98
Clock period minus final worst setup slack                                     3770 ps
Power Dens Cells                                                            623 nW/um2
Beginning of the worst register-to-register path                          d.v.curr[0]$_DFFE_PP_
Top_reg_cell synth                                                            edfxtp_1
Residual antenna-violating net count after detailed routing                          0
Start-to-end type of the worst setup path                                 register to register
Maximum net fanout on the critical path                                              5
Final routed DRC violation total                                                     0
Ports                                                                               26
Cts repair resizes                                                                   0
Endpoints failing setup                                                              0
Final WS setup                                                                 1330 ps
OpenROAD warning count                                                              38
Critical Path Max Stage Delay                                                   560 ps
Maximum ir drop on the vdd rail                                             0.000160 V
Number of enable flip-flop cells                                                    14
Area fraction of the dominant cell type after synthesis                          26.2%
Type of destination of the critical path                                      register
Overall routed net length                                                      3180 um
Endpoints left unconstrained                                                        10
RSZ-0062 raised after global routing                                             false
Site Rows                                                                           31
Post-route setup TNS                                                              0 ps
Placeable Area                                                                7210 um2
Synth Cell Area                                                               1610 um2
Post-CTS setup buffers                                                               0
Core Util at FP                                                                  22.3%
Half-perimeter wire length of the detailed placement result                    2750 um
GRT Util Overall                                                                 5.70%
Min-Delay Endpoint                                                        d.v.curr[3]$_DFFE_PP_
Crit path max-delay family                                                 adder cells
Horizontal die dimension                                                        106 um
Cell type with the largest total area                                         edfxtp_1
Grt ovf                                                                              0
Highest achievable clock rate                                                  265 MHz
TritonCTS clock tree                                                              done
Number of distinct standard cells referenced by the synthesized netlist             45
======================================================================================
## final cells by class
class,instances,area (um2),area share (%)
multi-input cells,107,852,42.0
flip-flops and latches,29,691,34.0
repair buffers,25,250,12.3
well taps,99,124,6.10
inverters,18,67.6,3.33
clock buffers,3,41.3,2.03
clock inverters,1,5.00,0.246
## flip-flops by register name, indices dropped and copies added, names as in the netlist, 2 cells and up
| register | count |
|---|---|
| d.m.out | 4 |
| d.v.k | 3 |
| d.v.curr | 4 |
| c.state | 4 |
| d.c.out | 2 |
| d.s.out | 4 |
| d.i.out | 2 |
## cells by family after synthesis
group	synth area share (%)
muxes	1.40
AOI/OAI and AO/OA	9.42
buffers and inverters	4.21
and+or+nand+nor	23.7
DFF	37.4
other	0.233
latches	5.61
adders and majority gates	18.1
## cell usage in the layout, fill, tap and decap left out, drive strengths merged, types with 3 or more instances in the layout
cell / Yosys / routed
and2: 12 / 12
and3: 3 / 3
clkbuf: 0 / 3
clkdlybuf4s50: 0 / 25
dfxtp: 9 / 9
dlxtn: 6 / 6
edfxtp: 14 / 14
ha: 20 / 20
inv: 18 / 18
nand2: 10 / 10
nand2b: 5 / 5
nor2: 5 / 5
nor2b: 5 / 5
o21ai: 8 / 8
or2: 7 / 7
## metal layers
metal	up-vias	GRT usage, %	wire, um
li1	584	-	-
met1	519	7.54	1410
met2	16	9.98	1600
met3	2	0.917	158
met4	0	0.484	17
met5	-	0	0
## how the worst max path moves through the flow
stage / from / endpoint / slack (ps) / cells after the start
finish: d.v.curr[0]$_DFFE_PP_ / c.ld_a$_DFF_P_ / 1330 / 16
global route: d.v.curr[0]$_DFFE_PP_ / c.ld_a$_DFF_P_ / 1070 / 16
CTS: d.v.curr[0]$_DFFE_PP_ / c.ld_a$_DFF_P_ / 1320 / 16
## worst reg2reg max path: cells and delay by family (launching register included)
kind,cells,cell delay (ps)
latches,1,420
adders and majority gates,4,1180
and+or+nand+nor,5,1050
buffers and inverters,3,250
AOI/OAI and AO/OA,3,380
DFF,1,380
## per-stage QoR
stage	hold WS, ps	std cells	utilization [%]	instance area (um2)
finish	537	282	28.1	2030
global route	572	282	28.1	2030
global placement	519	278	27.5	1980
detailed placement	520	278	27.5	1980
CTS	540	282	28.1	2030
floorplan	496	154	-	1610
## power by group
part / internal, uW / switching (uW) / total, uW / leakage (uW)
Sequential: 342 / 85.9 / 428 / 0.000264
Clock: 54.3 / 53.3 / 108 / 0.0000255
Combinational: 376 / 354 / 730 / 0.000565
Total: 772 / 494 / 1270 / 0.000854
Power figures rest on the tool's default switching activity, not on a simulated workload.
